### /design/flow/config.mk
export PLATFORM = sky130hd
export DESIGN_NAME = slowClock
export DESIGN_NICKNAME = slowClock
export VERILOG_FILES = /design/flow/design.v
export SDC_FILE = /design/flow/constraint.sdc
export NUM_CORES = 4
export LEC_CHECK = 1
export CORE_AREA = 10 10 99 99
export DIE_AREA = 0 0 109 109
export SYNTH_HDL_FRONTEND = slang
### /design/flow/constraint.sdc
current_design slowClock

set clk_period 3.7
set clk_io_pct 0.2

create_clock -name clk0 -period $clk_period [get_ports {clk}]

set non_clock_inputs [all_inputs -no_clocks]
set_input_delay [expr $clk_period * $clk_io_pct] -clock clk0 $non_clock_inputs
set_output_delay [expr $clk_period * $clk_io_pct] -clock clk0 [all_outputs]
### /design/flow/design.v
module slowClock(clk, clk_1Hz);
input clk;
output clk_1Hz;
reg clk_1Hz = 1'b0;
reg [27:0] counter;
always@(posedge clk)
	begin
	counter <= counter + 1;
   if ( counter == 10000000)
		begin
      counter <= 0;
      clk_1Hz <= ~clk_1Hz;
      end
	end
endmodule 
### /design/flow/run.sh
#!/bin/bash
# OpenROAD 26Q1-2900-gdf79404cd8, Yosys 0.63+post, stock flow scripts
make -C /OpenROAD-flow-scripts/flow DESIGN_CONFIG=/design/flow/config.mk WORK_HOME=/design/flow/orfs finish
==> results.env <==
RUN_STATUS='completed'
DIE_HEIGHT_UM=109
ROUTE.VIAS.TOTAL=992
BUFFER_PORTS.INSERTED=1
SYNTH-EDFF-COUNT=1
CRITPATHLAUNCHTYPE='flop'
CTS-HTREE-LEVELS=2
CRIT_TYPE='flop to flop'
FINAL.SETUP.WORST_SLACK_NS=1.76
CLK_PIN_SLEW_WORST_PATHS_NS=0.06
GLOBALROUTETOTALUTIL=0.0449
BOUNDARYPINS=2
SYNTH.YOSYS.SEQ_AREA_SHARE=0.452
TIMING_WORST_SLEW_PIN_VALUE_NS=0.569
CLOCK_SKEW_NS=0.00364
SETUP_VIOL_COUNT_FINAL=0
DIE-WIDTH_UM=109
GRT_FIRST_PASS_WIRELENGTH_UM=4330
YOSYS.AREA.TOP_TYPE='sky130_fd_sc_hd__dfxtp_1'
CTS.HOLD.BUFFERS_ADDED=0
SYNTH_FLOPS=29
CLOCK_PATH_BUFFERS=2
SETUP-TNS-FINAL_NS=0
YS_CELLS=143
WL_CELL_UM=9.66
FINAL_MIN_PERIOD_OVER_CLOCK_PERIOD=0.524
WARNING_COUNT=26
GP_CONGESTION=0.808
PLACE_HPWL_UM=1750
FINAL_HOLD_VIOL_COUNT=0
ROUTE.ANTENNA.REMAINING_NETS=0
GATE_COUNT_POST_SYNTH=143
WORST_HOLD_PATH_TYPE='flop to flop'
CRIT_ARRIVAL_NS=1.93
DRV.MAX_CAP_VIOLATION_COUNT=0
END_KIND='flop'
DESIGN.DIE.AREA_UM2=11900
FINALINSTANCEAREA_UM2=1520
POST_SYNTH_MAIN_AREA_CONTRIBUTORS='sky130_fd_sc_hd__dfxtp_1 (43%), sky130_fd_sc_hd__xnor2_1 (10%), sky130_fd_sc_hd__xor2_1 (4.7%)'
FINALWORSTPATHREQUIREDPERIOD_NS=1.94
COMMONEST_CELLS_IN_THE_SYNTHESIZED_NETLIST='sky130_fd_sc_hd__dfxtp_1 (28), sky130_fd_sc_hd__xnor2_1 (15), sky130_fd_sc_hd__nor2_1 (13), sky130_fd_sc_hd__nand3_1 (11), sky130_fd_sc_hd__nand2_1 (9)'
DRT_DRC_VIOLATIONS_LEFT=0
YOSYS_WARNING_TOTAL=0
CLK_ROOT_BUFFER_CELL='sky130_fd_sc_hd__clkbuf_8'
AVGVIACOUNTPERCELL=3.95
YOSYS_MOST_USED_DFF='sky130_fd_sc_hd__dfxtp_1'
FP_UTIL=0.169
SYN_AREA_PER_CELL_UM2=9.13
LATER_PIN_CLOCK_LATENCY_IN_THE_SKEW_REPORT_NS=0.28
DRT_FIRST_PASS_ITERS=4
CRITICAL_PATH_REQUIRED_NS=3.69
PLACED_AREA_UM2=1440
POWER_LEAKAGE_uW=0.000509
PRE_CTS_SLACK_NS=1.77
MAX_SLEW_MARGIN=0.617
AREA_GROWTH_SYN_TO_LAYOUT_PCT=16.5
ANTENNA_FOUND_INITIAL=0
SYNTH_ASYNC_SR_FLOP_SHARE=0
DRTITER0DRC=55
MAPPEDNETLISTAREA_UM2=1310
RSZ0062_AT_GRT='no'
YOSYS-STAT-AREA_UM2=1310
NETLIST-CELL-TYPE-COUNT=31
MAX_FREQ_MHz=516
MAX-VDD-IR-DROP_V=0.000106
SLEW_VIOL_FINAL=0
LARGEST_FANOUT_ON_THE_CRITICAL_PATH=7
CTS_TREE='built'
CTS_NUM_SINKS=29
ANT_CELLS=0
TOP_CELL='sky130_fd_sc_hd__dfxtp_1'
TRITONCTS.NUM_BUFFERS=5
GRT_MAX_DEGREE=9
FLOORPLAN.CORE_AREA_UM2=7730
POST-CTS-SETUP-BUFFER-COUNT=0
FIRST_GLOBAL_VIAS=956
PLACEMENT_ROWS=32
FINAL_LAYOUT_SIZE_SUFFIX_GT1_FRAC=0.0738
SYNTHDOMINANTCELLAREASHARE=0.429
PWRDENS_nW_PER_UM2=365
CTSRESIZECOUNT=0
GRT_REMAINING_OVERFLOW=0
FINALWIRELENGTH_UM=2420
## metal layers
| metal | GRT usage | part of all wire |
|---|---|---|
| met4 | 0.00565 | 0.011 |
| met3 | 0.0191 | 0.052 |
| met1 | 0.0591 | 0.52 |
| met5 | 0 | 0 |
| met2 | 0.0694 | 0.41 |
## critical path, cell delays in order (launching register included)
cell and delay (ns):
sky130_fd_sc_hd__dfxtp_1 0.34, sky130_fd_sc_hd__inv_1 0.07, sky130_fd_sc_hd__ha_1 0.14, sky130_fd_sc_hd__nor4bb_1 0.28
sky130_fd_sc_hd__nand3_1 0.13, sky130_fd_sc_hd__nor4_2 0.45, sky130_fd_sc_hd__buf_4 0.25
## power breakdown
| group | switching (µW) | internal [µW] | leakage (µW) |
|---|---|---|---|
| clock network | 108 | 133 | 0.0000395 |
| logic | 0 | 0 | 0.000232 |
| registers | 0 | 314 | 0.000237 |
| total | 108 | 447 | 0.000509 |
## cells in the final DEF, fill, tap and decap left out, drive strengths merged, types with 2 or more instances in the layout
cell    synthesis  routed
dfxtp          28      28
xnor2          15      15
nor2           13      13
nand3          11      11
nand2           9       9
nor3            8       8
nand4           8       8
clkbuf          3       8
inv             7       7
xor2            7       7
and4            4       4
nor4b           4       4
a21oi           3       3
or2             3       3
nor4            3       3
o21ai           2       2
or3             2       2
and3            2       2
ha              2       2
or4             2       2
## cell type report
type,instances,area [µm²]
clock buffers,8,80.1
flip-flops and latches,29,591
inverters,7,26.3
multi-input cells,103,679
fillers,838,6210
repair buffers,2,17.5
well taps,102,128
## final timing paths
kind	start	endpoint	slack (ns)	cells past startpoint
max reg2reg	counter[0]	clk_1Hz	1.76	6
min reg2reg	counter[27]	counter[27]	0.46	1
min	counter[27]	counter[27]	0.46	1
max	counter[0]	clk_1Hz	1.76	6
## flip-flops by register name, summed over array words and instances, names as in the netlist
register and count:
counter 28, clk_1Hz 1
## cell families (layout without fill, tap and decap cells)
kind of cell             after synthesis  after routing  synth area share
XOR/XNOR                              22             22             0.148
AND-OR/OR-AND                          7              7            0.0316
buffers and inverters                 11             17            0.0326
flip-flops                            29             29             0.452
AND/OR/NAND/NOR                       72             72             0.317
adder cells (fa/ha/maj)                2              2            0.0192
## metrics by stage
stage	power, µW	hold slack (ns)	util	std cells
after global placement	321	0.461	0.187	243
final	555	0.458	0.197	251
after floorplan	321	0.431	-	143
after global routing	579	0.489	0.197	251
after CTS	562	0.464	0.197	251
after detailed placement	321	0.453	0.187	243
Power figures rest on the tool's default switching activity, not on a simulated workload.
