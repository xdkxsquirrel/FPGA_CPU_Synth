[design.v]
`timescale 1ns / 1ps
module uart_receiver(
    input RCV,
    input clr,
    input clk,
    input RCV_ACK,
    output reg RCV_REQ,
    output reg [7:0] RCV_Data
    );
	reg [10:0] clk_divider = 0;
	reg [2:0] state = 0;
	reg [7:0] data = 0;
	reg [3:0] bit_counter = 0;
	reg [2:0] counter = 0;
	reg start_flag = 0;
	always@(posedge clk)
	begin
		if (clk_divider == 1302 || clr == 1)  
		begin
			clk_divider <= 0;
			if (clr == 1)
			begin
				clk_divider <= 0;
				state <= 0;
			end
			else
				case (state)
					3'b000 : state <= (RCV ? 3'b000 : 3'b001); 						
					3'b001 : state <= (start_flag ? 3'b010 : 3'b001); 
					3'b010 : state <= (bit_counter == 4'b1000 ? 3'b011 : 3'b010);
					3'b011 : state <= ((counter == 3'b100 && RCV == 1) ? 3'b100 : 3'b011);
					3'b100 : state <= (RCV_ACK ? 3'b101 : 3'b100);
					3'b101 : state <= (RCV_ACK ? 3'b101 : 3'b000);
					default : state <= 3'b000;
				endcase
		end
		else
			clk_divider <= clk_divider + 11'b1;
	end
	always@(posedge clk)
	begin
		if (clk_divider == 1302)
		begin
			case (state)
				3'b000 : begin 
									counter <= 0; bit_counter <= 0;  
									data <= 0; RCV_REQ <= 0; start_flag <= 0;
							end					 
				3'b001 : begin
								if (counter == 3'b111)  
								begin
									start_flag <= 1;
									counter <= 0;
								end
								counter <= counter + 3'b001;		  
							end
				3'b010 : begin 
							  if (counter == 3'b100)				   
								  data <= {RCV, data[7:1]};
							  if (counter == 3'b111)				   
							  begin
								  bit_counter <= bit_counter + 4'b0001;
								  counter <= 0;
							  end
							  counter <= counter + 3'b001;	  
							end
				3'b011 : counter <= counter + 3'b001;				 
				3'b100 : begin RCV_Data <= data; RCV_REQ <= 1; end
				3'b101 : RCV_REQ <= 0;
				default : RCV_REQ <= 0;
			endcase
		end
	end
endmodule
[run.sh]
#!/bin/bash
# OpenROAD 26Q1-2900-gdf79404cd8, Yosys 0.63+post, stock flow scripts
make -C /OpenROAD-flow-scripts/flow DESIGN_CONFIG=/design/flow/config.mk WORK_HOME=/design/flow/orfs finish
[config.mk]
export PLATFORM = sky130hd
export DESIGN_NAME = uart_receiver
export DESIGN_NICKNAME = uart_receiver
export VERILOG_FILES = /design/flow/design.v
export SDC_FILE = /design/flow/constraint.sdc
export NUM_CORES = 4
export LEC_CHECK = 1
export CORE_AREA = 10 10 107 107
export DIE_AREA = 0 0 117 117
export SYNTH_HDL_FRONTEND = slang
[constraint.sdc]
current_design uart_receiver

set clk_period 3.8
set clk_io_pct 0.2

create_clock -name clk0 -period $clk_period [get_ports {clk}]

set non_clock_inputs [all_inputs -no_clocks]
set_input_delay [expr $clk_period * $clk_io_pct] -clock clk0 $non_clock_inputs
set_output_delay [expr $clk_period * $clk_io_pct] -clock clk0 [all_outputs]
==> flow_metrics.env <==
# implementation run metrics
export IMPL_pin_count=13
export IMPL_edf_count=25
export IMPL_internal_power_w=0.000617
export IMPL_synthTopCellsByCount="sky130_fd_sc_hd__edfxtp_1, sky130_fd_sc_hd__nor2_1, sky130_fd_sc_hd__dfxtp_1"
export IMPL_hold_path_startpoint="data[0]"
export IMPL_finish_instance_area_mm2=0.00210
export IMPL_placed_cell_area_mm2=0.00201
export IMPL_syn_cell_area_mm2=0.00177
export IMPL_post_drt_via_cell_ratio=3.77
export IMPL_flow_area_growth_from_synthesis_pct=18.8
export IMPL_avgSynthCellArea_um2=11.7
export IMPL_clock_fmax_ghz=0.451
export IMPL_synth_simple_area_share_pct=17.5
export IMPL_synth_top_cell_by_count="sky130_fd_sc_hd__edfxtp_1"
export IMPL_leakage_nw=0.723
export IMPL_drtIter0Drc=53
export IMPL_log_warning_count=28
export IMPL_whs_path_depth=0
export IMPL_finalHoldViolCount=0
export IMPL_final_period_minus_worst_setup_slack_ns=2.22
export IMPL_fp_row_count=35
export IMPL_area_leader_netlist="sky130_fd_sc_hd__edfxtp_1"
export IMPL_cts_sinks=42
export IMPL_grt_max_degree=16
export IMPL_critPathLaunch="clk_divider[5]"
export IMPL_cp_required_ns=3.74
export IMPL_synthArstFlopShare_pct=0
export IMPL_grt_pass1_vias=1042
export IMPL_number_of_port_buffers=12
export IMPL_tritoncts_num_buffers=5
export IMPL_clk_pin_slew_ns=0.08
export IMPL_die_h_um=117
export IMPL_cts_root_to_sink_buffers=2
export IMPL_synth_xor_area_share_pct=5.44
export IMPL_worstSetupStartpointType="register"
export IMPL_adder_share_pct=4.94
export IMPL_synth_largest_type_area_fraction_pct=42.4
export IMPL_via_count=1048
export IMPL_cts_repair_resized=0
export IMPL_rsz_0062_raised_after_global_routing="no"
export IMPL_remaining_antenna_violation_count_after_routing=0
export IMPL_insertedDiodeCount=0
export IMPL_worstPathArrival_ns=2.16
export IMPL_power_share_sequential_pct=61.0
export IMPL_min_path_type="register to register"
export IMPL_worstPathMaxFanout=12
export IMPL_min_period_over_period_pct=58.4
export IMPL_clock_tree_htree_level_count=2
export IMPL_power_switching_w=0.000173
export IMPL_yosysWarningCount=0
export IMPL_yosys_dominant_comb_family="simple AND/OR/NAND/NOR gates"
export IMPL_drive_above_1_share_pct=9.58
export IMPL_cts_post_setup_buffers_inserted=0
export IMPL_antenna_found_initial=0
export IMPL_synth_compound_area_share_pct=6.07
export IMPL_fp_coreArea_mm2=0.00920
export IMPL_clk_root_buffer_cell="sky130_fd_sc_hd__clkbuf_8"
export IMPL_timing_worst_slew_pin_value_ns=0.736
export IMPL_dr_pass1_iters=4
export IMPL_globalRouteOverflowTotal=0
export IMPL_max_slew_violation_total_from_the_final_report=0
export IMPL_ys_flop_type="sky130_fd_sc_hd__edfxtp_1"
export IMPL_grt_pass1_wl_mm=4.88
export IMPL_syn_instance_count=151
export IMPL_ys_flops=42
export IMPL_timing_setup_tns_ns=0
export IMPL_worstRegToRegCells=3
export IMPL_synthMuxAreaShare_pct=0.565
export IMPL_worstReg2RegStart="clk_divider[5]"
export IMPL_r2r_end="data[3]"
export IMPL_hold_path_end="RCV_Data[0]"
export IMPL_clock_skew_final_ns=0.00389
export IMPL_worst_skew_pair_late_latency_ns=0.30
export IMPL_switching_share_pct=21.9
export IMPL_dp_hpwl_mm=2.04
export IMPL_post_drt_wl_per_cell_um=10.1
export IMPL_crit_path_capture_type="register"
export IMPL_synth_cells_yosys=151
export IMPL_fp_dieW_um=117
export IMPL_vdd_ir_drop_worst_mv=0.130
export IMPL_die_area_mm2=0.0137
export IMPL_finalSetupViolations=0
export IMPL_worst_slew_margin_relative_to_its_limit_pct=51.0
export IMPL_post_route_drc_count=0
export IMPL_fp_utilization_pct=19.3
export IMPL_routed_wirelength_mm=2.80
export IMPL_timing_setup_critical_path_class="register to register"
export IMPL_power_per_cell_area_mw_per_mm2=375
export IMPL_cts_hold_buffers=0
export IMPL_r2r_setup_slack_ns=1.58
export IMPL_synth_lib_cells_used_distinct=32
export IMPL_p_clk_share_pct=37.3
export IMPL_groute_usage_overall_pct=4.46
export IMPL_timing_max_cap_violations=0
export IMPL_place_gp_congestion=0.774
export IMPL_pwr_share_comb_pct=1.7
export IMPL_run_status="finished, final reports clean"
export IMPL_cts_tree="yes"
export IMPL_synth_yosys_seq_area_share_pct=61.6
export IMPL_synth_chip_area_mm2=0.00177
export IMPL_yosys_top_cells_area="sky130_fd_sc_hd__edfxtp_1, sky130_fd_sc_hd__dfxtp_1, sky130_fd_sc_hd__nor2_1"
==> kinds of logic after synthesis <==
| logic type | count (synthesis) |
|---|---|
| AOI/OAI and AO/OA | 13 |
| xor gates and xnor gates | 11 |
| adders and majority gates | 7 |
| buffers and inverters | 17 |
| DFF | 42 |
| muxes | 1 |
| and+or+nand+nor | 60 |
==> power by group through the flow <==
stage / Combinational (W) / Clock (W) / Sequential [W]
final: 0.0000132 / 0.000295 / 0.000482
after global routing: 0.0000156 / 0.000324 / 0.000482
after CTS: 0.0000132 / 0.000305 / 0.000482
==> flip-flops by register name (all words and copies together) (netlist names) <==
name and count:
RCV_Data 8, RCV_REQ 1, bit_counter 4, clk_divider 11, counter 3, data 8, start_flag 1, state 6
==> layer usage <==
metal	wire length, um	vias up	GRT usage (%)
li1	-	546	-
met4	25	0	0.577
met3	274	6	2.01
met2	1090	20	6.11
met5	0	-	0
met1	1410	476	6.55
==> how the worst max path moves through the flow <==
stage / endpoint / slack [ns] / cells after the start
CTS: data[4] / 1.57 / 3
global route: data[3] / 1.34 / 3
finish: data[3] / 1.58 / 3
==> final cells by class <==
cell class,count,area [um2]
Multi-Input combinational cell,92,612
Timing Repair Buffer,12,120
Sequential cell,42,1090
Clock inverter,3,25.0
Inverter,13,48.8
Fill cell,954,7090
Clock buffer,5,68.8
Tap cell,111,139
==> layout by cell type, fill, tap and decap left out, drive strengths merged <==
cell           instances
o31ai                  2
ha                     7
nand3                  7
a21oi                  4
nor4b                  1
mux2i                  1
xnor2                  9
edfxtp                25
nor4                   1
and2                   9
nor3                   4
nand2b                 1
nand2                  6
o21ai                  2
xor2                   2
nor2                  24
nand3b                 1
and4                   1
a211o                  2
and4bb                 1
dfxtp                 17
nand4                  2
o41ai                  2
clkbuf                 5
clkinv                 1
clkdlybuf4s50         12
inv                   14
a221o                  1
clkinvlp               1
nor2b                  2
==> worst max-delay path: stages (launching register included) <==
cell and delay (ns):
sky130_fd_sc_hd__dfxtp_1 0.35, sky130_fd_sc_hd__nor4b_2 0.30, sky130_fd_sc_hd__nand4_1 0.45, sky130_fd_sc_hd__a21oi_1 0.75
==> per-stage QoR <==
stage | total power, W | utilization, % | hold slack, ns | cells | setup slack, ns
6_report | 0.000790 | 22.9 | 0.424 | 278 | 1.58
5_1_grt | 0.000822 | 22.9 | 0.438 | 278 | 1.34
4_1_cts | 0.000800 | 22.9 | 0.426 | 278 | 1.57
3_5_place_dp | 0.000506 | 21.9 | 0.405 | 270 | 1.60
3_3_place_gp | 0.000505 | 21.9 | 0.406 | 270 | 1.62
2_1_floorplan | 0.000500 | - | 0.400 | 151 | 2.02
Power figures rest on the tool's default switching activity, not on a simulated workload.
